==> ./design.v <==
`timescale 1ns/1ps
module alu(
           rst_n,          
           src1,           
           src2,           
           ALU_control,    
           result,         
           zero,           
           cout,           
           overflow        
           );
input           rst_n;
input  [32-1:0] src1;
input  [32-1:0] src2;
input   [4-1:0] ALU_control;
output [32-1:0] result;
output          zero;
output          cout;
output          overflow;
wire    [32-1:0] result;
wire            zero;
wire             cout;
wire             overflow;
wire 			cin;
wire			set_less;
wire	[31:0]	cout_tmp;
assign cin = ALU_control[3] ^ ALU_control[2];  
assign cout = (cout_tmp != 0 && ALU_control != 4'b0111) ? 1 : 0;	 
assign set_less = (src1[31]^(~src2[31])^cout_tmp[30]);	 
assign zero = (result == 0) ? 1 : 0;				 
assign overflow = cout_tmp[31] ^ cout_tmp[30]; 	 
alu_top alu_0(.src1(src1[0]), .src2(src2[0]), .less(set_less), .A_invert(ALU_control[3]), .B_invert(ALU_control[2]), .cin(cin), .operation(ALU_control[1:0]), .result(result[0]), .cout(cout_tmp[0]));
alu_top alu_1(.src1(src1[1]), .src2(src2[1]), .less(0), .A_invert(ALU_control[3]), .B_invert(ALU_control[2]), .cin(cout_tmp[0]), .operation(ALU_control[1:0]), .result(result[1]), .cout(cout_tmp[1]));
alu_top alu_2(.src1(src1[2]), .src2(src2[2]), .less(0), .A_invert(ALU_control[3]), .B_invert(ALU_control[2]), .cin(cout_tmp[1]), .operation(ALU_control[1:0]), .result(result[2]), .cout(cout_tmp[2]));
alu_top alu_3(.src1(src1[3]), .src2(src2[3]), .less(0), .A_invert(ALU_control[3]), .B_invert(ALU_control[2]), .cin(cout_tmp[2]), .operation(ALU_control[1:0]), .result(result[3]), .cout(cout_tmp[3]));
alu_top alu_4(.src1(src1[4]), .src2(src2[4]), .less(0), .A_invert(ALU_control[3]), .B_invert(ALU_control[2]), .cin(cout_tmp[3]), .operation(ALU_control[1:0]), .result(result[4]), .cout(cout_tmp[4]));
alu_top alu_5(.src1(src1[5]), .src2(src2[5]), .less(0), .A_invert(ALU_control[3]), .B_invert(ALU_control[2]), .cin(cout_tmp[4]), .operation(ALU_control[1:0]), .result(result[5]), .cout(cout_tmp[5]));
alu_top alu_6(.src1(src1[6]), .src2(src2[6]), .less(0), .A_invert(ALU_control[3]), .B_invert(ALU_control[2]), .cin(cout_tmp[5]), .operation(ALU_control[1:0]), .result(result[6]), .cout(cout_tmp[6]));
alu_top alu_7(.src1(src1[7]), .src2(src2[7]), .less(0), .A_invert(ALU_control[3]), .B_invert(ALU_control[2]), .cin(cout_tmp[6]), .operation(ALU_control[1:0]), .result(result[7]), .cout(cout_tmp[7]));
alu_top alu_8(.src1(src1[8]), .src2(src2[8]), .less(0), .A_invert(ALU_control[3]), .B_invert(ALU_control[2]), .cin(cout_tmp[7]), .operation(ALU_control[1:0]), .result(result[8]), .cout(cout_tmp[8]));
alu_top alu_9(.src1(src1[9]), .src2(src2[9]), .less(0), .A_invert(ALU_control[3]), .B_invert(ALU_control[2]), .cin(cout_tmp[8]), .operation(ALU_control[1:0]), .result(result[9]), .cout(cout_tmp[9]));
alu_top alu_10(.src1(src1[10]), .src2(src2[10]), .less(0), .A_invert(ALU_control[3]), .B_invert(ALU_control[2]), .cin(cout_tmp[9]), .operation(ALU_control[1:0]), .result(result[10]), .cout(cout_tmp[10]));
alu_top alu_11(.src1(src1[11]), .src2(src2[11]), .less(0), .A_invert(ALU_control[3]), .B_invert(ALU_control[2]), .cin(cout_tmp[10]), .operation(ALU_control[1:0]), .result(result[11]), .cout(cout_tmp[11]));
alu_top alu_12(.src1(src1[12]), .src2(src2[12]), .less(0), .A_invert(ALU_control[3]), .B_invert(ALU_control[2]), .cin(cout_tmp[11]), .operation(ALU_control[1:0]), .result(result[12]), .cout(cout_tmp[12]));
alu_top alu_13(.src1(src1[13]), .src2(src2[13]), .less(0), .A_invert(ALU_control[3]), .B_invert(ALU_control[2]), .cin(cout_tmp[12]), .operation(ALU_control[1:0]), .result(result[13]), .cout(cout_tmp[13]));
alu_top alu_14(.src1(src1[14]), .src2(src2[14]), .less(0), .A_invert(ALU_control[3]), .B_invert(ALU_control[2]), .cin(cout_tmp[13]), .operation(ALU_control[1:0]), .result(result[14]), .cout(cout_tmp[14]));
alu_top alu_15(.src1(src1[15]), .src2(src2[15]), .less(0), .A_invert(ALU_control[3]), .B_invert(ALU_control[2]), .cin(cout_tmp[14]), .operation(ALU_control[1:0]), .result(result[15]), .cout(cout_tmp[15]));
alu_top alu_16(.src1(src1[16]), .src2(src2[16]), .less(0), .A_invert(ALU_control[3]), .B_invert(ALU_control[2]), .cin(cout_tmp[15]), .operation(ALU_control[1:0]), .result(result[16]), .cout(cout_tmp[16]));
alu_top alu_17(.src1(src1[17]), .src2(src2[17]), .less(0), .A_invert(ALU_control[3]), .B_invert(ALU_control[2]), .cin(cout_tmp[16]), .operation(ALU_control[1:0]), .result(result[17]), .cout(cout_tmp[17]));
alu_top alu_18(.src1(src1[18]), .src2(src2[18]), .less(0), .A_invert(ALU_control[3]), .B_invert(ALU_control[2]), .cin(cout_tmp[17]), .operation(ALU_control[1:0]), .result(result[18]), .cout(cout_tmp[18]));
alu_top alu_19(.src1(src1[19]), .src2(src2[19]), .less(0), .A_invert(ALU_control[3]), .B_invert(ALU_control[2]), .cin(cout_tmp[18]), .operation(ALU_control[1:0]), .result(result[19]), .cout(cout_tmp[19]));
alu_top alu_20(.src1(src1[20]), .src2(src2[20]), .less(0), .A_invert(ALU_control[3]), .B_invert(ALU_control[2]), .cin(cout_tmp[19]), .operation(ALU_control[1:0]), .result(result[20]), .cout(cout_tmp[20]));
alu_top alu_21(.src1(src1[21]), .src2(src2[21]), .less(0), .A_invert(ALU_control[3]), .B_invert(ALU_control[2]), .cin(cout_tmp[20]), .operation(ALU_control[1:0]), .result(result[21]), .cout(cout_tmp[21]));
alu_top alu_22(.src1(src1[22]), .src2(src2[22]), .less(0), .A_invert(ALU_control[3]), .B_invert(ALU_control[2]), .cin(cout_tmp[21]), .operation(ALU_control[1:0]), .result(result[22]), .cout(cout_tmp[22]));
alu_top alu_23(.src1(src1[23]), .src2(src2[23]), .less(0), .A_invert(ALU_control[3]), .B_invert(ALU_control[2]), .cin(cout_tmp[22]), .operation(ALU_control[1:0]), .result(result[23]), .cout(cout_tmp[23]));
alu_top alu_24(.src1(src1[24]), .src2(src2[24]), .less(0), .A_invert(ALU_control[3]), .B_invert(ALU_control[2]), .cin(cout_tmp[23]), .operation(ALU_control[1:0]), .result(result[24]), .cout(cout_tmp[24]));
alu_top alu_25(.src1(src1[25]), .src2(src2[25]), .less(0), .A_invert(ALU_control[3]), .B_invert(ALU_control[2]), .cin(cout_tmp[24]), .operation(ALU_control[1:0]), .result(result[25]), .cout(cout_tmp[25]));
alu_top alu_26(.src1(src1[26]), .src2(src2[26]), .less(0), .A_invert(ALU_control[3]), .B_invert(ALU_control[2]), .cin(cout_tmp[25]), .operation(ALU_control[1:0]), .result(result[26]), .cout(cout_tmp[26]));
alu_top alu_27(.src1(src1[27]), .src2(src2[27]), .less(0), .A_invert(ALU_control[3]), .B_invert(ALU_control[2]), .cin(cout_tmp[26]), .operation(ALU_control[1:0]), .result(result[27]), .cout(cout_tmp[27]));
alu_top alu_28(.src1(src1[28]), .src2(src2[28]), .less(0), .A_invert(ALU_control[3]), .B_invert(ALU_control[2]), .cin(cout_tmp[27]), .operation(ALU_control[1:0]), .result(result[28]), .cout(cout_tmp[28]));
alu_top alu_29(.src1(src1[29]), .src2(src2[29]), .less(0), .A_invert(ALU_control[3]), .B_invert(ALU_control[2]), .cin(cout_tmp[28]), .operation(ALU_control[1:0]), .result(result[29]), .cout(cout_tmp[29]));
alu_top alu_30(.src1(src1[30]), .src2(src2[30]), .less(0), .A_invert(ALU_control[3]), .B_invert(ALU_control[2]), .cin(cout_tmp[29]), .operation(ALU_control[1:0]), .result(result[30]), .cout(cout_tmp[30]));
alu_top alu_31(.src1(src1[31]), .src2(src2[31]), .less(0), .A_invert(ALU_control[3]), .B_invert(ALU_control[2]), .cin(cout_tmp[30]), .operation(ALU_control[1:0]), .result(result[31]), .cout(cout_tmp[31]));
endmodule
`timescale 1ns/1ps
module alu_top(
               src1,        
               src2,        
               less,        
               A_invert,    
               B_invert,    
               cin,         
               operation,   
               result,      
               cout        
			   );
input         src1;
input         src2;
input         less;
input         A_invert;
input         B_invert;
input         cin;
input [2-1:0] operation;
output  reg   result;
output  reg   cout;
wire 		   A;
wire	      B;
assign A = (A_invert == 1) ? ~src1 : src1;
assign B = (B_invert == 1) ? ~src2 : src2;
always@( * )begin
	case(operation[1:0]) 
	4'b00: begin result = A & B;
				 cout = 0;
			 end
	4'b01: begin result = A | B;
				 cout = 0;
			 end
	4'b10: begin result = A ^ B ^ cin;
				 cout = (A&cin) | (B&cin) | (A&B);
			 end
	4'b11: begin result = less;
		         cout = (A&cin) | (B&cin) | (A&B);
			 end
	endcase
end
endmodule
==> ./run.sh <==
#!/bin/bash
# OpenROAD 26Q1-2900-gdf79404cd8, Yosys 0.63+post, stock flow scripts
make -C /OpenROAD-flow-scripts/flow DESIGN_CONFIG=/design/flow/config.mk WORK_HOME=/design/flow/orfs finish
==> ./config.mk <==
export PLATFORM = sky130hd
export DESIGN_NAME = alu
export DESIGN_NICKNAME = alu
export VERILOG_FILES = /design/flow/design.v
export SDC_FILE = /design/flow/constraint.sdc
export NUM_CORES = 4
export LEC_CHECK = 1
export CORE_UTILIZATION = 40
==> ./constraint.sdc <==
current_design alu

set clk_period 18.1
set clk_io_pct 0.2

create_clock -name clk0 -period $clk_period

set non_clock_inputs [all_inputs -no_clocks]
set_input_delay [expr $clk_period * $clk_io_pct] -clock clk0 $non_clock_inputs
set_output_delay [expr $clk_period * $clk_io_pct] -clock clk0 [all_outputs]
==> run summary <==
status -> complete, but fails checks
violations in the final reports -> setup timing
fp util -> 42.3%
Storage cell area -> 0 µm²
xor-xnor portion of the synthesized cell area -> 16.3%
number of placed instances with taps included -> 625
overall overflow remaining after global route -> 0
GRT Overall Usage -> 19.4%
Filler cells -> 730
maximum resistive drop on vdd -> 0.0177 mV
max cap viols -> 0
largest net degree at the start of global routing -> 46
width of the chip -> 96.1 µm
grt met1 use -> 30.2%
met3 track demand over resource -> 0.321%
number of buffers and inverters on the critical path -> 5
worst hold slack -> 7.68 ns
clk_buf instances -> 0
total standard cell area after synthesis -> 3540 µm²
Final Critical Period -> 23.56 ns
type of the most critical hold path -> input port to output pin
Mean Syn Cell Area -> 8.71 µm²
Hold Vio Cnt, Final -> 0
estimated wirelength of the detail-placed design -> 6620 µm
Worst Tran Pin Value -> 0.815 ns
highest achievable clock rate -> 42.5 MHz
cell type with the largest total area after synthesis -> ha_1
unrepaired setup endpoints after global routing -> yes
Hold EP -> cout
Die Ht -> 96.1 µm
yosys simple share -> 9.81%
number of library cell types mapped by synthesis -> 25
Hold Startpoint -> ALU_control[2]
post-route antenna net violation count -> 0
Floorplan Core Area -> 8380 µm²
worst path arrival time -> 19.94 ns
most utilized layer in the global route result -> met2
nature of the critical path startpoint -> input port
Starting DRT DRC Count -> 43
worst max-slew margin expressed relative to the limit -> 45.7%
mux cell area share after synthesis -> 9.39%
registers -> 0
number of DRC violations after detailed routing -> 0
diode insertion count for antenna repair -> 0
area fraction in full adders, half adders and majority gates -> 41.4%
cell count in the Yosys report -> 407
fraction of final layout cells with drive strength greater than 1 -> 33.6%
Avg WL per Cell -> 13.1 µm
CP top delay family -> adder cells
die area -> 9240 µm²
total power per unit cell area -> 35.4 nW/µm²
GP Congestion -> 0.846
Static Leak -> 2.67 nW
wire length of the first global-routing pass -> 13500 µm
final-report setup violation count -> 16
crit-path most repeated cell -> fa_2
layout overhead on the synthesized area -> 48.9%
Top Ports -> 104
largest cells by area after synthesis -> ha_1 23%, fa_1 18%, xor2_1 16%
number of core rows -> 33
Crit path largest cell delay -> 0.40 ns
total length of routed wires -> 8530 µm
post-DR vias/cell -> 4.63
max-slew violations -> 0
portion of the clock cycle consumed by the worst path in the final layout -> 130%
number of vias in the routed layout -> 3022
drt first pass iters -> 4
required time of the worst setup path -> 14.48 ns
sequential element share of the synthesized area -> 0%
synthesized chip area reported by yosys -> 3540 µm²
crit path max-delay cell type -> fa_2
tally of buffers added on design ports -> 103
critical path peak fanout -> 4
area share, top type -> 23.3%
initial antenna violation count -> 0
critical path capture point type -> output pin
number of warning messages in the yosys log -> 32
Synth Area in Compound Gates -> 5.65%
Mapped Cells -> 407
tool warnings -> 100
main logic family after synthesis -> adder cells
PnR worst setup slack -> -5.46 ns
met2 demand-to-capacity share in global routing -> 32.9%
area of combinational cells with multiple inputs -> 3180 µm²
via count of the first global-routing pass -> 2839
worst setup path category -> input port to output pin
Worst Hold Path Cells -> 4
fin cells -> 653
timing repair:
action,4_1_cts,5_1_grt
pin swaps,5,6
setup endpoints to repair,17,17
resized,22,21
hold buffers,0,0
setup buffers,17,12
synth_stat cells:
| cell type | n |
|---|---|
| o22ai_1 | 31 |
| buf_6 | 3 |
| nor2b_1 | 1 |
| nand2_1 | 2 |
| clkbuf_1 | 4 |
| nor3_1 | 3 |
| a31oi_1 | 1 |
| ha_1 | 66 |
| nor2_1 | 3 |
| mux4_2 | 1 |
| buf_4 | 32 |
| fa_1 | 32 |
| nand4b_1 | 1 |
| nor4_1 | 12 |
| inv_1 | 65 |
| nand2b_2 | 1 |
| xnor2_1 | 2 |
| nand3_1 | 1 |
| xor2_1 | 64 |
| mux2i_1 | 31 |
| nand4_1 | 3 |
| nor3_2 | 1 |
| and2_1 | 29 |
| inv_2 | 3 |
| buf_2 | 15 |
per-stage QoR:
stage / setup TNS, ns / area (µm²) / utilization (%) / setup WS (ns) / power (mW)
after floorplan: -45.16 / 3790 / - / -4.88 / 0.109
after global placement: -61.85 / 5000 / 59.7 / -6.00 / 0.172
after detailed placement: -62.45 / 5000 / 59.7 / -6.06 / 0.174
after CTS: -57.05 / 5150 / 61.4 / -5.62 / 0.181
after global routing: -62.02 / 5280 / 63.0 / -5.97 / 0.211
final: -54.73 / 5280 / 63.0 / -5.46 / 0.187
worst max path at each step:
stage               from          to  slack, ns  cells after the start
4_1_cts          src2[1]  result[31]      -5.62                     69
5_1_grt   ALU_control[3]        zero      -5.97                     74
6_report  ALU_control[3]        zero      -5.46                     74
layer usage:
| metal | vias up | part of all wire [%] | wire (µm) |
|---|---|---|---|
| li1 | 1527 | - | - |
| met1 | 1436 | 48 | 4100 |
| met2 | 59 | 48 | 4120 |
| met3 | 0 | 3.6 | 307 |
| met4 | 0 | 0 | 0 |
| met5 | - | 0 | 0 |
cell type report:
cell class                 count  share of cell area [%]
tap                          105                    2.49
inverter                      68                    4.88
multi-input combinational    285                    60.3
timing repair buffer         195                    32.4
cells by family after synthesis:
group,after synthesis
buffers and inverters,122
adder cells (fa/ha/maj),98
XOR/XNOR,66
AND/OR/NAND/NOR,57
AND-OR/OR-AND,32
multiplexers,32
where the power goes:
part           internal [mW]  switching, mW  total, mW
Clock                      0              0          0
Combinational          0.108         0.0788      0.187
Sequential                 0              0          0
Total                  0.108         0.0788      0.187
layout by cell type (no fill, tap or decap), types with 2 or more instances in the layout:
master / count
buf_4: 92
clkdlybuf4s50_1: 90
ha_1: 64
inv_1: 62
xor2_1: 61
fa_2: 32
mux2i_1: 31
and2_4: 29
o22ai_1: 29
nor4_1: 11
inv_2: 5
buf_2: 4
buf_6: 4
xor2_2: 3
nor3_1: 3
nand4_1: 3
nor2_1: 3
o22ai_2: 2
ha_4: 2
clkbuf_2: 2
Power and IR drop assume default switching activity.
